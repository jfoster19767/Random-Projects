File: flow/run.sh
#!/bin/bash
# OpenROAD 26Q1-2900-gdf79404cd8, Yosys 0.63+post, stock flow scripts
make -C /OpenROAD-flow-scripts/flow DESIGN_CONFIG=/design/flow/config.mk WORK_HOME=/design/flow/orfs finish
File: flow/config.mk
export PLATFORM = sky130hd
export DESIGN_NAME = hw21_3
export DESIGN_NICKNAME = hw21_3
export VERILOG_FILES = /design/flow/design.v
export SDC_FILE = /design/flow/constraint.sdc
export NUM_CORES = 4
export LEC_CHECK = 1
export CORE_AREA = 10 10 109 109
export DIE_AREA = 0 0 119 119
File: flow/constraint.sdc
current_design hw21_3

set clk_period 8.5
set clk_io_pct 0.2

create_clock -name clk0 -period $clk_period

set non_clock_inputs [all_inputs -no_clocks]
set_input_delay [expr $clk_period * $clk_io_pct] -clock clk0 $non_clock_inputs
set_output_delay [expr $clk_period * $clk_io_pct] -clock clk0 [all_outputs]
File: flow/design.v
module  gf_2m_mult  #(
  parameter  m  =  4   
)  (
  input  logic  [m-1:0]  a ,   
  input  logic  [m-1:0]  b ,   
  input  logic  [m-1:0]  p ,   
  output logic  [m-1:0]  y     
) ;
logic  [m-1:0]  x  [m-1:0] ;   
logic  [m-1:0]  t  [m-2:0] ;   
logic  [m-1:0]  s  [m-1:0] ;   
genvar  i ;
generate
  for  ( i  =  0 ;  i  <  m ;  i  =  i + 1 )
	 begin : params1
		assign  x[i]  =  a[i]  ?  b  :  0 ;
	 end
endgenerate
assign  s[m-1]  =  x[m-1] ;
generate
  for  ( i  =  m-2 ;  i  >=  0 ;  i  =  i - 1 )
	 begin : params2
		 assign  t[i]  =  ( s[i+1][m-1] ? p : {m{1'b0}} )  ^  { s[i+1][m-2:0] , 1'b0 } ;
		 assign  s[i]  =  t[i]  ^  x[i] ;
	 end
endgenerate
assign  y  =  s[0] ;
endmodule
module  hw21_3  #(
  parameter  m  =  4   
)  (
  input  logic  [m-1:0]  a ,   
  input  logic  [m-1:0]  p ,   
  output logic  [m-1:0]  y     
) ;
logic [m-1:0] outS0;
logic [m-1:0] S [m-1:0];
logic [m-1:0] T [m-2:0];
gf_2m_mult #(
.m (m)) mult1(
.a (a),
.b (a),
.p (p),
.y (outS0)
);
assign S[0] = outS0;
assign T[0] = outS0;
genvar i;
generate
	for (i = 1; i < m-1; i = i + 1)
		begin : Params
			gf_2m_mult #(
			.m (m)) mult2(
			.a (S[i-1]),
			.b (S[i-1]),
			.p (p),
			.y (S[i])
			);
			gf_2m_mult #(
			.m (m)) mult3(
			.a (T[i-1]),
			.b (S[i]),
			.p (p),
			.y (T[i])
			);
		end
endgenerate
assign y = T[m-2];
endmodule
==> impl_metrics.yaml <==
# synthesis and place-and-route metrics
floorplan:
  die_h_um: 119
  die_w_um: 119
  coreArea_um2: 9639
  fp_util: 0.2865
  rows: 36
  chip_area_um2: 14160
  pin_count: 12
timing:
  hold_viol: 0
  maxSlewViolCount: 0
  finalSetupViolations: 0
  period_used_share: 0.9743
  worst_hold_slack_ns: 4.306
  period_needed_ns: 8.281
  worstMarginPinSlew_ns: 0.5000
  slew_headroom: 0.6655
  fmax_ghz: 0.1208
global_routing:
  grt_antenna_before_repair: 0
  grt-ovfl-total: 0
  grt_pass1_wl_um: 16060
  grt_pass1_vias: 3238
  grt_use_total: 0.1318
  grt_max_degree: 37
synth:
  top_logic_kind: "AND-OR/OR-AND gates"
  simple_gate_area_frac: 0.3525
  ys_cells: 406
  most_common_cell: "nand2_1"
  top_cells_by_count: "44 x nand2_1, 34 x xnor2_1, 32 x o21ai_0"
  yosys_warnings: 9
  area_leaders: "xnor2_1 11%, nand2_1 6.0%, o21ai_0 5.8%"
  ys_sh_aoi: 0.3570
  top_cell_area_share: 0.1078
  ys_sh_adder: 0.004531
  syn_area_per_cell_um2: 6.801
  synthCells: 406
  synth_area_um2: 2761
  ys_area_um2: 2761
  mux_share: 0.02719
  yosysUniqueCellTypes: 78
  ys_seq_frac: 0
  ys_sh_xor: 0.1803
  largest_area_cell: "xnor2_1"
place:
  hpwlAfterDp_um: 7484
  gp_congestion: 0.9869
  portBuffers: 12
critical_path:
  worstPathArrival_ns: 6.58
  critical_path_required_ns: 6.80
  start_kind: "primary input"
  crit_type: "in2out"
  cp-end-kind: "output port"
  crit_fanout: 23
  cp-startpoint: "p[2]"
drt:
  drtPass1Iterations: 4
  wl_met1_um: 4456
  viasPerCell: 5.592
  wl_met3_um: 608
  drc: 0
  drt_iter0_drc: 329
  highest_layer: "met4"
  met2WireLength_um: 4456
  antenna_left: 0
  n_antenna_cell: 0
  finalWirelength_um: 9653
  via_count: 3344
  routedWlPerCell_um: 16.14
cells_and_area:
  nClkBuffers: 0
  fillers: 985
  design.seq.count: 0
  regArea_um2: 0
  drive_above_1_share: 0.2839
  logic_area_um2: 2671
  syn2layout_area_growth_pct: 33.26
min_path:
  hold_depth: 5
  hp-start: "p[0]"
  hold_class: "in2out"
power:
  power.share.clock: 0
  p_sw_frac: 0.4609
  switching_power_uw: 248.2
  total_power_uw: 538.4
  leakage_uw: 0.001462
  seq_power_share: 0
  pwr_density_cell_nw_per_um2: 146.3
  p_int_uw: 290.3
  power_frac_comb: 1.000
  ir_drop_mv: 0.09088
flow_run:
  cap_violations: 0
  warning_count: 32
status:
  run_status: "finished clean"
-- per-stage QoR --
step / setup TNS (ns) / std cells / instance area, um2 / utilization / worst slack [ns]
floorplan: 0 / 406 / 2761 / - / 1.214
global placement: 0 / 595 / 3477 / 0.3607 / 0.01567
detailed placement: -0.001620 / 595 / 3477 / 0.3607 / -0.001620
CTS: 0 / 595 / 3480 / 0.3610 / 0.02379
global route: -0.002202 / 598 / 3680 / 0.3818 / -0.002202
finish: 0 / 598 / 3680 / 0.3818 / 0.2186
-- cell type report --
type,count,share of cell area
timing repair buffer,93,0.2227
multi-input combinational,366,0.7259
tap,133,0.04522
inverter,6,0.006120
-- cell usage in the layout, fill, tap and decap left out, types with 6 or more instances in the layout --
master,n
buf_4,71
nand2_1,44
xnor2_1,31
o21ai_0,30
nor2_1,28
a21oi_1,23
nand3_1,13
nand2b_1,9
xor2_1,9
nor3_1,9
nor4_1,8
clkdlybuf4s50_1,8
nor2b_1,7
nand4_1,7
mux2i_1,6
inv_1,6
a31oi_1,6
-- final timing paths --
path              endpoint  slack (ns)
hold / removal        y[0]        4.31
setup / recovery      y[3]        0.22
-- routing by layer --
layer | track usage | vias up
met5 | 0 | -
met4 | 0.02214 | 0
met3 | 0.005755 | 12
met2 | 0.2161 | 128
met1 | 0.1899 | 1563
li1 | - | 1641
-- kinds of logic (layout without fill, tap and decap cells) --
logic type / Yosys count / count (layout)
simple gates: 175 / 175
xor+xnor: 49 / 49
compound gates: 134 / 134
mux: 7 / 7
fa+ha+maj: 1 / 1
buf+inv: 40 / 99
-- repair_timing --
item | in CTS | in global routing
gates resized | 1 | 38
setup buffers | 0 | 2
endpoints found under the setup margin | 1 | 4
gates cloned | 0 | 1
pin swaps | 0 | 7
hold buffers | 0 | 0
-- power groups by stage --
stage         combinational (uW)  sequential, uW  clock (uW)
global route                 593               0           0
finish                       538               0           0
CTS                          514               0           0
-- critical path, stage by stage --
cell	delay, ns
clkdlybuf4s50_1	0.51
buf_12	0.17
xor2_1	0.26
nor2_1	0.08
o31a_1	0.30
nor2b_2	0.32
or3_1	0.18
nand4_1	0.26
and2_4	0.25
o311a_4	0.34
and4_4	0.18
or4_4	0.50
o211a_1	0.26
a211oi_2	0.18
or3b_1	0.36
o211ai_1	0.12
xnor2_1	0.14
clkdlybuf4s50_1	0.48
Power figures rest on the tool's default switching activity, not on a simulated workload.
