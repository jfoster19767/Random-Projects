--- design/flow/design.v ---
module hw23_3 (
	input logic [7:0] a,
	output logic [7:0] y
);
assign y[7] = a[7] ^ a[6] ^ a[5] ^ a[3] ^ a[1];
assign y[6] = a[6] ^ a[5] ^ a[3] ^ a[1];
assign y[5] = a[6] ^ a[3] ^ a[1];
assign y[4] = a[7] ^ a[1];
assign y[3] = a[3] ^ a[1];
assign y[2] = a[6] ^ a[5] ^ a[4] ^ a[3];
assign y[1] = a[6] ^ a[3] ^ a[2] ^ a[1];
assign y[0] = a[7] ^ a[6] ^ a[5] ^ a[3] ^ a[0];
endmodule 
--- design/flow/run.sh ---
#!/bin/bash
# OpenROAD 26Q1-2900-gdf79404cd8, Yosys 0.63+post, stock flow scripts
make -C /OpenROAD-flow-scripts/flow DESIGN_CONFIG=/design/flow/config.mk WORK_HOME=/design/flow/orfs finish
--- design/flow/config.mk ---
export PLATFORM = sky130hd
export DESIGN_NAME = hw23_3
export DESIGN_NICKNAME = hw23_3
export VERILOG_FILES = /design/flow/design.v
export SDC_FILE = /design/flow/constraint.sdc
export NUM_CORES = 4
export LEC_CHECK = 1
export CORE_AREA = 10 10 70 70
export DIE_AREA = 0 0 80 80
--- design/flow/constraint.sdc ---
current_design hw23_3

set clk_period 2.4
set clk_io_pct 0.2

create_clock -name clk0 -period $clk_period

set non_clock_inputs [all_inputs -no_clocks]
set_input_delay [expr $clk_period * $clk_io_pct] -clock clk0 $non_clock_inputs
set_output_delay [expr $clk_period * $clk_io_pct] -clock clk0 [all_outputs]
==> qor.log <==
qor: grt.grt_pass1_wl 897 µm
qor: grt.pin_count_of_the_biggest_net_entering_global_routing 5
qor: layout.final_common_cell clkdlybuf4s50_1
qor: yosys.synth.distinct_cells 5
qor: place.port_bufs 16
qor: sta.timing.final.setup_violations 0
qor: sta.transition_at_the_pin_with_the_smallest_max_transition_slack 0.207 ns
qor: layout.drive_above_1_share 29.4%
qor: sta.final_hold_viol_count 0
qor: setup_path.required 1.92 ns
qor: yosys.netlist_instances 11
qor: layout.final-instance-count-excl-fill 80
qor: pwr.p_leak 0.193 nW
qor: floorplan.top_level_ports 16
qor: route.avgViaCountPerCell 2.10
qor: pwr.worst_ir_drop_vdd 0.0361 mV
qor: sta.fmaxAchievable 0.426 GHz
qor: setup_path.worst-path-max-fanout 4
qor: pwr.sequential_cell_fraction_of_total_power 0%
qor: pwr.power.net_switching 0.0000303 W
qor: yosys.yosys_warnings 0
qor: grt.global_route.overflow_total 0
qor: sta.fin_crit 2.35 ns
qor: route.drt-total-wl 653 µm
qor: place.globalplace.congestion 0.744
qor: worst_hold_path.worst_min_delay_path_category in -> out
qor: sta.grt_setup_unrepaired false
qor: layout.ff_count 0
qor: grt.first_global_vias 170
qor: floorplan.fp_util 3.52%
qor: floorplan.rows 21
qor: floorplan.fp.dieH 80 µm
qor: grt.grt_antenna_before_repair 0
qor: pwr.intPower 0.0000810 W
qor: pwr.power-per-cell-area 272 mW/mm²
qor: place.place_inst 77
qor: route.firstDrtPassIters 2
qor: setup_path.setup_crit_start_kind input port
qor: job.warnings 33
qor: setup_path.crit_end_category output port
qor: route.total_via_count_after_detailed_routing 168
qor: layout.final_core_util 12.0%
qor: route.route.antenna.remaining_nets 0
qor: floorplan.fp.dieArea 0.00640 mm²
qor: job.max_cap_viol_count 0
qor: route.detail_route.antenna_diodes 0
qor: pwr.switching_share 27.3%
qor: place.dp_slack -0.176 ns
qor: sta.totalNegativeSetupSlack 0 ns
qor: setup_path.crit_path_cell_trace clkdlybuf4s50_1 > xnor3_2 > xnor2_2 > clkdlybuf4s50_1
qor: setup_path.worst_path_largest_cell_delay 0.48 ns
qor: route.post_drt_wl_per_cell 8.16 µm
qor: floorplan.core-area 0.00342 mm²
qor: clock_network.hold_buffers 0
qor: layout.num-clock-buffers 0
qor: yosys.ys_area 120 µm²
qor: sta.finalHoldWorstSlack 1.52 ns
qor: setup_path.setup.worst_path.class in -> out
qor: run_status.outcome completed
qor: yosys.synth_area 120 µm²
qor: yosys.ys_cells 11
qor: route.route.detailed.drc 0
qor: sta.finalClockPeriodUsage 97.7%
qor: grt.grt.total_usage 1.78%
qor: layout.area_growth_syn_to_layout 241%
qor: pwr.combPwrFrac 100.0%
qor: sta.drv_slew 0
qor: sta.headroom_to_the_max_slew_limit 86.1%
qor: pwr.p_clk_share 0%
qor: setup_path.path_common_cell clkdlybuf4s50_1
qor: setup_path.critical_path.slowest_cell clkdlybuf4s50_1
qor: sta.timing.final.ws_setup 0.0541 ns
qor: setup_path.worst-endpoint-arrival 1.87 ns
qor: layout.final-seq-area 0 µm²
qor: floorplan.chipWidth 80 µm
qor: yosys.postSynthSeqShare 0%
qor: yosys.postSynthAreaPerCell 10.9 µm²
qor: route.detailedRoute.firstIterationViolations 1
qor: layout.layout.cells.most_common_list 9 x clkdlybuf4s50_1, 7 x buf_4, 5 x xnor2_1
==> through the flow <==
| stage | power, W | cell area (µm²) |
|---|---|---|
| finish | 0.000111 | 409 |
| global route | 0.000122 | 409 |
| CTS | 0.000113 | 394 |
| floorplan | 0.0000289 | 120 |
| detailed placement | 0.000109 | 368 |
| global placement | 0.000108 | 368 |
==> power groups by stage <==
stage	Combinational [W]	Clock, W	Sequential [W]
after CTS	0.000113	0	0
after global routing	0.000122	0	0
final	0.000111	0	0
==> area by class of cell <==
class	count	area [µm²]
multi-input combinational	10	131
fill	393	3010
inverter	1	3.75
tap	46	57.6
timing repair buffer	23	216
==> cell families after synthesis <==
logic type / after synthesis / synth area share [%]
buffers and inverters: 1 / 3.12
xor gates and xnor gates: 10 / 96.9
==> what timing repair did <==
| item | 4_1_cts | 5_1_grt |
|---|---|---|
| setup endpoints to repair | 5 | 6 |
| resized | 6 | 4 |
| pin swaps | 4 | 1 |
| setup buffers | 3 | 0 |
==> worst paths after layout <==
kind | from | to | slack, ns | cells past startpoint
setup / recovery | a[5] | y[2] | 0.05 | 4
hold / removal | a[1] | y[6] | 1.52 | 4
==> critical path, delay by kind of cell <==
kind	cells	cell delay, ns
buffers and inverters	2	0.95
XOR/XNOR	2	0.44
==> Yosys cell counts (all sizes together) <==
cell type / instances / area share [%]
xnor3: 2 / 39
xor2: 2 / 15
inv: 1 / 3.1
xnor2: 6 / 44
==> per-layer routing <==
metal  GRT usage [%]  vias to the layer above  routed length (µm)
met5               0                        -                   0
met4               0                        0                   0
met3            2.05                        0                 171
met2            2.57                       12                 248
met1            1.79                       75                 233
li1                -                       81                   -
Power and IR drop assume default switching activity.
