==> ./design.v <==
module hw22_3 (
	input logic [7:0] a,
	output logic [7:0] y
);
assign y[7] = a[7] ^ a[6];
assign y[6] = a[5] ^ a[3];
assign y[5] = a[6] ^ a[5];
assign y[4] = a[7] ^ a[4] ^ a[2];
assign y[3] = a[7] ^ a[6] ^ a[4] ^ a[3];
assign y[2] = a[5] ^ a[1];
assign y[1] = a[7] ^ a[6] ^ a[4];
assign y[0] = a[6] ^ a[4] ^ a[0];
endmodule 
==> ./run.sh <==
#!/bin/bash
# OpenROAD 26Q1-2900-gdf79404cd8, Yosys 0.63+post, stock flow scripts
make -C /OpenROAD-flow-scripts/flow DESIGN_CONFIG=/design/flow/config.mk WORK_HOME=/design/flow/orfs finish
==> ./config.mk <==
export PLATFORM = sky130hd
export DESIGN_NAME = hw22_3
export DESIGN_NICKNAME = hw22_3
export VERILOG_FILES = /design/flow/design.v
export SDC_FILE = /design/flow/constraint.sdc
export NUM_CORES = 4
export LEC_CHECK = 1
export CORE_AREA = 10 10 70 70
export DIE_AREA = 0 0 80 80
==> ./constraint.sdc <==
current_design hw22_3

set clk_period 1.1
set clk_io_pct 0.2

create_clock -name clk0 -period $clk_period

set non_clock_inputs [all_inputs -no_clocks]
set_input_delay [expr $clk_period * $clk_io_pct] -clock clk0 $non_clock_inputs
set_output_delay [expr $clk_period * $clk_io_pct] -clock clk0 [all_outputs]
==> results.txt <==
run metrics: outcome complete, no violations, initial antenna violation count 0, router iterations before antenna repair 2, fin crit share 0.970, Synth warnings 0, pwr/cell area 447 nW/um2, Max Cap Viol 0, Crit. End Element primary output, vias in the first global route 165, cells after synthesis 12, core box area 3420 um2, post-route DRC violation count 0, die height 80 um, Yosys Instances 12, mean post-synth cell area 9.59 um2, WL final 634 um, largest net degree at the start of global routing 4, grt ovf 0, Area growth syn-to-layout 236%, setup TNS 0 ns, Final ANT Viol Nets 0, register area 0 um2, placed cells 76, Lkg Pwr 0.000164 uW, Startpoint Class primary input, layout cells sized above 1 0.594, Peak VDD IR 57.3 uV, Ports 16, endpoints failing setup 0, final RePlAce weighted congestion 0.746, Top Layout Cells 5 x buf_2, 4 x xor2_1, 4 x dlygate4sd2_1, 4 x buf_6, min cycle time layout 1.07 ns, most common logic cell in the routed design buf_2, Fin Hold WS 0.727 ns, number of library cell types mapped by synthesis 4, ant diodes 0, Slew Limit Fails 0, Iteration-0 DRC Markers 13, fin cells 78, number of OpenROAD warnings 33, CP required 0.88 ns, CP Class primary input to primary output, Mapped Area 115 um2, Max-slew headroom 0.878, Final Hold Violating Endpoints 0, vias post-DR 153, RSZ-0062 raised after global routing yes, Initial Util 0.0337, Via density 1.96, worst slew pin tran 0.182 ns, max frequency 0.938 GHz, layout clock buffer count 0, Synth Seq Share 0, GRT Overall Usage 0.0190, type of the worst min-delay path primary input to primary output, CP arrival 0.85 ns, first-pass GRT wire length 931 um, maximum net fanout on the critical path 1, number of sequential cells 0, die width 80 um, wire per inst 8.13 um, Yosys Chip Area 115 um2, cell row count 21, Core Util, Final 0.113, Hold Buf Count CTS 0, IO buf count 16, Total Die Area 6400 um2
-- logic make-up after synthesis --
family / after synthesis / synth area share
xor+xnor: 11 / 0.902
buf+inv: 1 / 0.0978
-- cell type report --
type,count,area (um2)
Fill cell,403,3030
Timing Repair Buffer,21,184
Multi-Input combinational cell,11,145
Tap cell,46,57.6
-- cell usage after synthesis --
cell / count / share of area
buf_6: 1 / 0.098
xnor2_1: 5 / 0.38
xnor2_2: 1 / 0.14
xor2_1: 5 / 0.38
-- metal layers --
| layer | wire, um | track usage |
|---|---|---|
| met4 | 0 | 0 |
| met3 | 193 | 0.0239 |
| met2 | 280 | 0.0305 |
| met5 | 0 | 0 |
| met1 | 160 | 0.0152 |
-- worst max-delay path, cell delays in order --
cell	delay, ns
clkdlybuf4s15_1	0.17
xnor2_1	0.16
xnor2_1	0.16
buf_2	0.13
-- report_power, final --
group          internal [uW]  total, uW  leakage, uW  switching, uW
sequential                 0          0            0              0
clock                      0          0            0              0
combinational            118        173     0.000164           54.7
total                    118        173     0.000164           54.7
-- metrics by stage --
| stage | worst slack, ns | cell area, um2 | power (uW) |
|---|---|---|---|
| floorplan | 0.275 | 115 | 43.3 |
| global placement | -0.737 | 344 | 169 |
| detailed placement | -0.748 | 344 | 169 |
| CTS | 0.00302 | 358 | 159 |
| global route | -0.0184 | 387 | 192 |
| finish | 0.0335 | 387 | 173 |
-- repair_timing --
| item | CTS | global route |
|---|---|---|
| pin swaps | 8 | 4 |
| endpoints found under the setup margin | 8 | 6 |
| cloned | 0 | 0 |
| buffers inserted | 2 | 0 |
| gates resized | 47 | 7 |
-- path summary, 6_finish.rpt --
| path | startpoint | endpoint | slack, ns | depth (start not counted) |
|---|---|---|---|---|
| worst min-delay path | a[4] | y[0] | 0.73 | 3 |
| worst max-delay path | a[0] | y[0] | 0.03 | 4 |
Power figures rest on the tool's default switching activity, not on a simulated workload.
